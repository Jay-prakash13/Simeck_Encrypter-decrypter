### ./run.sh
#!/bin/bash
# OpenROAD 26Q1-2900-gdf79404cd8, Yosys 0.63+post, stock flow scripts
make -C /OpenROAD-flow-scripts/flow DESIGN_CONFIG=/design/flow/config.mk WORK_HOME=/design/flow/orfs finish
### ./config.mk
export PLATFORM = sky130hd
export DESIGN_NAME = encrypt_top
export DESIGN_NICKNAME = encrypt_top
export VERILOG_FILES = /design/flow/design.v
export SDC_FILE = /design/flow/constraint.sdc
export NUM_CORES = 4
export LEC_CHECK = 1
export CORE_UTILIZATION = 40
### ./constraint.sdc
current_design encrypt_top

set clk_period 6.4
set clk_io_pct 0.2

create_clock -name clk0 -period $clk_period [get_ports {clk}]

set non_clock_inputs [all_inputs -no_clocks]
set_input_delay [expr $clk_period * $clk_io_pct] -clock clk0 $non_clock_inputs
set_output_delay [expr $clk_period * $clk_io_pct] -clock clk0 [all_outputs]
### ./design.v
`timescale 1ns / 1ps
module FSM2 #(parameter DATAW=10)
           (input clk,
           input  income,
           input [(2*DATAW-1):0] Data,
           input [(4*DATAW-1):0] Key,
           output reg [DATAW:0]keyout,
           output reg [DATAW:0]dataout,
           output reg dctr,
           output reg kctr,
           output reg save,
           output reg set,
           output reg lfsrset);
parameter s1 = 2'b00;
parameter s2 = 2'b01;
parameter s3 = 2'b10;
parameter s4 = 2'b11;
reg [4:0] cycle_counter=0;
reg [1:0] state = s1;
always @(posedge clk)
begin
case (state)
    s1 : begin
       if (income)
       begin
          keyout <= Key[DATAW-1:0];
          state <= s2;
          dctr <= 1'b0;
          kctr <= 1'b1;
          save<=1'b1;
          set <=0;
          lfsrset<=1;
       end 
       else set <=1; 
    end
    s2 : begin
        if(clk)
        begin
            cycle_counter <= cycle_counter + 1'b1;
        end
        if(cycle_counter ==0)
        begin
            keyout <= Key[2*DATAW-1:DATAW];
        end
        if(cycle_counter ==1)
        begin
            keyout <= Key[3*DATAW-1:2*DATAW];
            dataout <= Data[DATAW-1:0];
            state <= s3;
            cycle_counter <= 0;
            dctr <= 1'b1;
            kctr <=1'b1;
            save <= 1'b0;
            set <=0;
            lfsrset<=1;
        end
    end
    s3 : begin
        if(clk)
        begin
            cycle_counter <= cycle_counter + 1'b1;
        end
        if(cycle_counter ==0)
        begin
            dataout <= Data[2*DATAW-1:DATAW];
            keyout <= Key[4*DATAW-1:3*DATAW]; 
        end
        if(cycle_counter ==1)
        begin
            dataout <= Data[2*DATAW-1:DATAW];
            keyout <= Key[4*DATAW-1:3*DATAW];
            state <= s4;
            dctr <= 1'b0;
            kctr <=1'b0;
            set <=0;
            cycle_counter <= 0;
            lfsrset<=0;
        end
    end
    s4 : begin
        if(clk)
        begin
            cycle_counter <= cycle_counter + 1'b1;
        end
        if(cycle_counter ==30)
        begin
            cycle_counter <= 0;
            if (income)
            begin
            state <= s2;
             dctr <= 1'b0;
             kctr <= 1'b1;
             keyout <= Key[DATAW-1:0];
             save <=1'b1;
             set <=0;
             lfsrset<=1;
            end
            else begin
            state <= s1;
            set <= 1;
            lfsrset<=1;
            end
        end
    end
endcase
end  
endmodule
`timescale 1ns / 1ps
module LFSR(input clk,
            input reset,
            input set,
            output out);
wire r1,r2,r3,r4,r5;
reg1b reg1(.clk(clk),
           .in(r1),
           .out(r2),
           .reset(reset),
           .set(set));   
reg1b reg2(.clk(clk),
           .in(r2),
           .out(r3),
           .reset(reset),
           .set(set));
reg1b reg3(.clk(clk),
           .in(r3),
           .out(r4),
           .reset(reset),
           .set(set));
reg1b reg4(.clk(clk),
           .in(r4),
           .out(r5),
           .reset(reset),
           .set(set));
reg1b reg5(.clk(clk),
           .in(r5),
           .out(out),
           .reset(reset),
           .set(set));
assign r1 = (r3) ^ (out);
endmodule
`timescale 1ns / 1ps
module LSHIFT#(parameter DATAW=10, SHIFT = 5)
              (input [DATAW-1:0]in,
               output [DATAW-1:0]out);
assign out[(DATAW-1):SHIFT] = in[(DATAW-SHIFT-1):0];
assign out[(SHIFT-1):0]= in[(DATAW-1):(DATAW-SHIFT)];
endmodule
`timescale 1ns / 1ps
module REG #(parameter DATAW=10)
            (input clk,
             input reset,
             input [DATAW-1:0]in,
             output reg [DATAW-1:0]out);
always @(posedge clk)
begin
    if (reset)
    begin
        out <= 0;
    end
    else
    begin
        out <= in;
    end
end
endmodule
`timescale 1ns / 1ps
module ROUND #(parameter DATAW=10)
              (input [(DATAW-1):0]L,
               input [(DATAW-1):0]R,
               input [(DATAW-1):0]C,
               output [(DATAW-1):0]out);
wire [(DATAW-1):0]w1,w2,w3,w4,w5;
LSHIFT #(.DATAW(DATAW),
         .SHIFT(5)) 
  shift5(.in(L),
         .out(w1));
LSHIFT #(.DATAW(DATAW),
         .SHIFT(1)) 
  shift1(.in(L),
         .out(w2));
assign w3 = L & w1;
assign w4 = R ^ w3;
assign w5 = w2 ^ w4;
assign out = C ^ w5;
endmodule
`timescale 1ns / 1ps
module encrypt #(parameter DATAW = 16)
                (input [DATAW-1:0]data,
                input [DATAW-1:0]C,
                input dctr,
                input clk,
                input reset,
                output [DATAW-1:0]out,
                output[DATAW-1:0]data1);
wire [DATAW-1:0]w1,w4;
assign w1 = dctr?data:w4;
REG #(.DATAW(DATAW)) 
    rega(.clk(clk),
         .in(w1),
         .out(data1),
         .reset(reset));
REG #(.DATAW(DATAW)) 
    regb(.clk(clk),
         .in(data1),
         .out(out),
         .reset(reset));
ROUND #(.DATAW(DATAW)) 
    rounde(.L(data1),
           .R(out),
           .C(C),
           .out(w4));
endmodule
`timescale 1ns / 1ps
module encrypt_top #(parameter DDATAW=20)
           (input clk,
           input [DDATAW-1:0] Data,
           input [2*DDATAW-1:0] Key,
           output [(DDATAW-1): 0]ciphertext);
reg income;
wire nc;
wire randbit;
wire kctr;
wire dctr;
wire save;
wire set;
wire [(DDATAW/2-1): 0] distkey;
wire [(DDATAW/2-1): 0] key1;
wire [(DDATAW/2-1): 0] key2;
wire [(DDATAW/2-1): 0] key3;
wire [(DDATAW/2-1): 0] cipherkey;
wire [(DDATAW/2-1): 0] distdata;
wire [(DDATAW/2-1): 0] data1;
wire [(DDATAW/2-1): 0] data2;
wire lfsrset;
always @(posedge clk) begin
    if(Data)begin
        income <= 1;
    end
    else begin
        income <= 0;
    end
end
FSM2 #(.DATAW(DDATAW/2))
    fsmenc(.clk(clk),
           .income(income),
           .dctr(dctr),
           .kctr(kctr),
           .save(save),
           .set(set),
           .lfsrset(lfsrset),
           .Data(Data),
           .Key(Key),
           .dataout(distdata),
           .keyout(distkey));
encryptor #(DDATAW/2)
        enc(.shiftregReset(nc),
            .clk(clk),
            .reset(set),
            .dctr(dctr),
            .kctr(kctr),
            .lfsrset(lfsrset),
            .ciphertext(ciphertext),
            .data(distdata),
            .key(distkey),
            .keyout(cipherkey),
            .data1(data1),
            .data2(data2),
            .key1(key1),
            .key2(key2),
            .key3(key3),
            .w3(randbit),
            .save(save));
endmodule
`timescale 1ns / 1ps
module encryptor #(parameter DATAW = 16)
                  (input clk,
                   input [DATAW-1:0] data,
                   input [DATAW-1:0] key,
                   input reset,
                   input dctr,
                   input kctr,
                   input save,
                   input lfsrset,
                   input shiftregReset,
                   output [DATAW-1:0] data2,
                   output [DATAW-1:0] data1,
                   output  w3,
                   output [DATAW-1:0] w2,
                   output [DATAW-1:0] keyout,
                   output [(DATAW-1):0]key1,
                   output [(DATAW-1):0]key2,
                   output [(DATAW-1):0]key3,
                   output reg [(2*DATAW-1):0]ciphertext);
parameter num = 2**(DATAW)-4;
wire [(DATAW-1):0]data1,data2;
assign w2 = num ^ w3;
always  @(posedge save)
begin
     ciphertext[DATAW-1:0] <= data1;
     ciphertext[(2*DATAW-1):DATAW] <= data2;
end
encrypt #(.DATAW(DATAW))
       enc1(.data(data),
            .C(keyout),
            .dctr(dctr),
            .clk(clk),
            .reset(reset),
            .out(data2),
            .data1(data1));
keygen #(.DATAW(DATAW))
    enckey(.key(key),
           .k(w2),
           .kctr(kctr),
           .clk(clk),
           .reset(reset),
           .out(keyout),
           .wb(key1),
           .w1(key2),
           .w2(key3));
 LFSR enclfsr(.set(lfsrset),
              .reset(shiftregReset),
              .clk(clk),
              .out(w3));
endmodule
`timescale 1ns / 1ps
module keygen #(parameter DATAW = 16)
               (input [(DATAW-1):0]key,
                input [(DATAW-1):0]k,
                output [(DATAW-1):0]out,
                input kctr,
                input clk,
                input reset,
                output [(DATAW-1):0]wb,
                output [(DATAW-1):0]w1,
                output [(DATAW-1):0]w2);
wire [(DATAW-1):0] w4,wa;
assign wa = kctr?key:w4;
REG #(.DATAW(DATAW)) 
    rega(.clk(clk),
         .in(wa),
         .out(wb),
         .reset(reset));
REG #(.DATAW(DATAW)) 
    regb(.clk(clk),
         .in(wb),
         .out(w1),
         .reset(reset));
REG #(.DATAW(DATAW)) 
    regr(.clk(clk),
         .in(w1),
         .out(w2),
         .reset(reset));
REG #(.DATAW(DATAW)) 
    reg1(.clk(clk),
         .in(w2),
         .out(out),
         .reset(reset));
ROUND #(.DATAW(DATAW)) 
    rounde(.L(w2),
           .R(out),
           .C(k),
           .out(w4));
endmodule
`timescale 1ns / 1ps
module reg1b (clk,in,out,reset,set);
input clk,reset,set;
input in;
output reg out;
always @(posedge clk)
begin
    if (reset)
    begin
         out <= 0;
    end
    else if (set)
    begin
         out <= 1;
    end
    else 
    begin
        out <= in;
    end
end
endmodule
==> flow_summary.ini <==
; synthesis and place-and-route metrics
[place]
dp_hpwl_um = 5820
gp_congestion = 0.798
placed_cells = 608
io_buffers = 80

[logic_synthesis]
synth-edff-count = 31
synth.most_common_cell = dfxtp_1
ys_seq_elements = 112
netlist_instances = 405
async_reset_ff_frac = 0
yosysChipArea_sq_mm = 0.00465
synth_cell_types = 38
avgSynthCellArea_sq_um = 11.5
synthFlopType = dfxtp_1
topCellsByArea = dfxtp_1 35%, edfxtp_1 20%, nor2b_1 5.5%, xnor3_1 4.8%, xnor2_1 4.3%
syn-cell-area_sq_mm = 0.00465
yosys_warnings = 8
ys_cells = 405
synth_seq_share = 0.549
yosysTopAreaCell = dfxtp_1
top_cells_by_count = 81 x dfxtp_1, 41 x nor2b_1, 31 x edfxtp_1
top_cell_area_share = 0.349

[detailed_routing]
drc_errors = 0
wl_per_cell_um = 12.6
num_antenna_cells = 0
firstDrtPassIters = 4
vias_per_cell = 4.69
wl_um = 7940
drt_iter0_markers = 136
antenna_left = 0
vias = 2953

[setup_path]
start_kind = clock port
path_class = clk -> reg
cp_num_buf_inv = 2
critical-path-max-stage-delay_ns = 0.17
crit_slowest_cell = xor2_1
r2r_setup_slack_ns = 3.55
cp_common_cell = clkbuf_16
end_kind = register
cp_cell_sequence = clkbuf_16 -> clkbuf_16 -> nand4_1 -> xor2_1 -> nor2_1
crit_family = buffers and inverters
critical_path_required_ns = 6.59
cp_max_fo = 3
arrival_ns = 3.79

[run]
warnings = 45
maxCapViolCount = 0

[power]
power.switching_uw = 961
p_int_uw = 2070
ir_drop_uv = 392
power_uw = 3030
power_frac_seq = 0.408
switching_share = 0.317
p_leak_uw = 0.00234
p_per_area_mw_per_mm2 = 505
comb_power_share = 0.337
clkPwrFrac = 0.255

[die]
core_sq_mm = 0.0114
ioPinCount = 81
chipArea_sq_mm = 0.0121
fp_util = 0.409
rows = 39
die_w_um = 110
die_h_um = 110

[global_routing]
grt_pass1_vias = 2906
antenna_found_initial = 0
grt_overflow_total = 0
grt_pass1_wl_um = 13100
grt_max_degree = 62
grt_usage = 0.146

[clock_network]
cts_setup_buffers = 0
clock.latency.late_pin_ns = 0.45
tritoncts = yes
post_cts_resized = 0
holdBufCountCts = 0
clkTransAtPathRegs_ns = 0.06

[final_timing]
unclocked_pins = 20
setup_viol = 0
clock_skew_ns = 0.00794
slew_headroom = 0.384
worst_pin_slew_ns = 0.924
rsz0062_at_grt = no
finalMaxSlewViolations = 0
untimed_endpoints = 40
fin_tns_setup_ns = 0
hold_violations = 0

[layout]
layout-drive-gt1-share = 0.0802
fin_cells = 629
syn_to_final_growth_pct = 29.0

[status]
status = finished, final reports clean

[worst_hold_path]
hold_class = clk -> reg
[per-stage QoR]
stage | area, sq um | worst slack, ns | util | hold WS, ns
2_1_floorplan | 4650 | 2.68 | - | 0.217
3_3_place_gp | 5550 | 2.68 | 0.488 | 0.217
3_5_place_dp | 5550 | 2.68 | 0.488 | 0.217
4_1_cts | 6000 | 2.80 | 0.527 | 0.0377
5_1_grt | 6000 | 2.78 | 0.527 | 0.0652
6_report | 6000 | 2.81 | 0.527 | 0.0354
[tightest hold or removal path, stage by stage]
cell	delay, ns
clkbuf_16	0.11
clkbuf_16	0.12
xnor2_1	0.06
nor2_1	0.08
[final timing paths]
path | from | end | cells after the start
worst min-delay path | clk | fsmenc.cycle_counter[0]$_DFFE_PP_ | 4
worst max-delay path | clk | fsmenc.cycle_counter[3]$_DFFE_PP_ | 5
worst min register to register | enc.enckey.regb.out[9]$_SDFF_PP0_ | enc.enckey.regr.out[9]$_SDFF_PP0_ | 1
worst max register to register | fsmenc.state[0]$_DFFE_PP_ | fsmenc.keyout[5]$_DFFE_PP_ | 5
[logic make-up (layout without fill, tap and decap cells)]
kind of cell	Yosys count	after routing	share of synthesized area
flops	112	112	0.549
simple gates	104	104	0.127
compound gates	65	65	0.0910
buf+inv	49	130	0.0422
xor+xnor	38	38	0.101
mux	28	28	0.0657
fa+ha+maj	9	9	0.0242
[metal layers]
layer / share of wire / up-vias / routed length [um] / track usage
met1: 0.49 / 1314 / 3860 / 0.220
met4: 0.011 / 0 / 88 / 0.0305
li1: - / 1542 / - / -
met5: 0 / - / 0 / 0
met3: 0.054 / 11 / 427 / 0.0387
met2: 0.45 / 86 / 3560 / 0.221
[placed cells by master (no fill, tap or decap), drive strengths merged]
cell type,netlist,final
nand2,14,14
xnor2,23,23
nand4,3,3
or4b,1,1
ha,9,9
or2,3,3
nor3,3,3
o22ai,2,2
a21oi,23,23
and3,1,1
a221oi,1,1
nor4b,1,1
edfxtp,31,31
nor2b,41,41
a2111oi,1,1
inv,27,30
xor2,5,5
nor4,5,5
clkinv,0,1
mux2,10,10
a211oi,4,4
clkbuf,18,14
nand3,12,12
bufinv,0,2
o221ai,10,10
o21a,10,10
and3b,3,3
buf,4,2
clkinvlp,0,1
o211ai,1,1
o21ai,13,13
mux2i,18,18
dfxtp,81,81
clkdlybuf4s50,0,80
xnor3,10,10
nor2,11,11
and2,6,6
[registers in the layout, summed over array words and instances, names as in the netlist]
name,cells
enc.enc1.rega.out,10
fsmenc.cycle_counter,5
fsmenc.kctr,1
enc.enckey.rega.out,10
enc.ciphertext,20
income,1
enc.enckey.regb.out,10
fsmenc.dctr,1
fsmenc.save,1
fsmenc.set,1
fsmenc.state,2
fsmenc.dataout,10
enc.enc1.regb.out,10
enc.enckey.reg1.out,10
enc.enckey.regr.out,10
fsmenc.keyout,10
[power by group through the flow]
stage	Combinational [uW]	Sequential (uW)	Clock, uW
CTS	1040	1240	789
global route	1140	1280	825
finish	1020	1240	772
[cell type report]
cell class,instances,area [sq um]
tap,143,179
fill,957,5370
inverter,27,101
timing repair buffer,82,816
multi-input combinational,244,1900
clock buffer,14,350
clock inverter,7,96.3
sequential,112,2550
