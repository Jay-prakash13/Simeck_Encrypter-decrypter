<file path="flow/config.mk">
export PLATFORM = sky130hd
export DESIGN_NAME = decrypter_top
export DESIGN_NICKNAME = decrypter_top
export VERILOG_FILES = /design/flow/design.v
export SDC_FILE = /design/flow/constraint.sdc
export NUM_CORES = 4
export LEC_CHECK = 1
export CORE_UTILIZATION = 50
</file>
<file path="flow/constraint.sdc">
current_design decrypter_top

set clk_period 6.4
set clk_io_pct 0.2

create_clock -name clk0 -period $clk_period [get_ports {clk}]

set non_clock_inputs [all_inputs -no_clocks]
set_input_delay [expr $clk_period * $clk_io_pct] -clock clk0 $non_clock_inputs
set_output_delay [expr $clk_period * $clk_io_pct] -clock clk0 [all_outputs]
</file>
<file path="flow/design.v">
`timescale 1ns / 1ps
module FSM2 #(parameter DATAW=10)
           (input clk,
           input  income,
           input [(2*DATAW-1):0] Data,
           input [(4*DATAW-1):0] Key,
           output reg [DATAW:0]keyout,
           output reg [DATAW:0]dataout,
           output reg dctr,
           output reg kctr,
           output reg save,
           output reg set,
           output reg lfsrset);
parameter s1 = 2'b00;
parameter s2 = 2'b01;
parameter s3 = 2'b10;
parameter s4 = 2'b11;
reg [4:0] cycle_counter=0;
reg [1:0] state = s1;
always @(posedge clk)
begin
case (state)
    s1 : begin
       if (income)
       begin
          keyout <= Key[DATAW-1:0];
          state <= s2;
          dctr <= 1'b0;
          kctr <= 1'b1;
          save<=1'b1;
          set <=0;
          lfsrset<=1;
       end 
       else set <=1; 
    end
    s2 : begin
        if(clk)
        begin
            cycle_counter <= cycle_counter + 1'b1;
        end
        if(cycle_counter ==0)
        begin
            keyout <= Key[2*DATAW-1:DATAW];
        end
        if(cycle_counter ==1)
        begin
            keyout <= Key[3*DATAW-1:2*DATAW];
            dataout <= Data[DATAW-1:0];
            state <= s3;
            cycle_counter <= 0;
            dctr <= 1'b1;
            kctr <=1'b1;
            save <= 1'b0;
            set <=0;
            lfsrset<=1;
        end
    end
    s3 : begin
        if(clk)
        begin
            cycle_counter <= cycle_counter + 1'b1;
        end
        if(cycle_counter ==0)
        begin
            dataout <= Data[2*DATAW-1:DATAW];
            keyout <= Key[4*DATAW-1:3*DATAW]; 
        end
        if(cycle_counter ==1)
        begin
            dataout <= Data[2*DATAW-1:DATAW];
            keyout <= Key[4*DATAW-1:3*DATAW];
            state <= s4;
            dctr <= 1'b0;
            kctr <=1'b0;
            set <=0;
            cycle_counter <= 0;
            lfsrset<=0;
        end
    end
    s4 : begin
        if(clk)
        begin
            cycle_counter <= cycle_counter + 1'b1;
        end
        if(cycle_counter ==30)
        begin
            cycle_counter <= 0;
            if (income)
            begin
            state <= s2;
             dctr <= 1'b0;
             kctr <= 1'b1;
             keyout <= Key[DATAW-1:0];
             save <=1'b1;
             set <=0;
             lfsrset<=1;
            end
            else begin
            state <= s1;
            set <= 1;
            lfsrset<=1;
            end
        end
    end
endcase
end  
endmodule
`timescale 1ns / 1ps
module LFSR53(input clk,
            input reset,
            input set,
            output out);
wire r1,r2,r3,r4,r5;
reg1b reg1(.clk(clk),
           .in(r1),
           .out(r2),
           .reset(set),
           .set(reset));   
reg1b reg2(.clk(clk),
           .in(r2),
           .out(r3),
           .reset(reset),
           .set(set));
reg1b reg3(.clk(clk),
           .in(r3),
           .out(r4),
           .reset(reset),
           .set(set));
reg1b reg4(.clk(clk),
           .in(r4),
           .out(r5),
           .reset(set),
           .set(reset));
reg1b reg5(.clk(clk),
           .in(r5),
           .out(out),
           .reset(set),
           .set(reset));
assign r1 = (r4) ^ (out);
endmodule
`timescale 1ns / 1ps
module LSHIFT#(parameter DATAW=10, SHIFT = 5)
              (input [DATAW-1:0]in,
               output [DATAW-1:0]out);
assign out[(DATAW-1):SHIFT] = in[(DATAW-SHIFT-1):0];
assign out[(SHIFT-1):0]= in[(DATAW-1):(DATAW-SHIFT)];
endmodule
`timescale 1ns / 1ps
module REG #(parameter DATAW=10)
            (input clk,
             input reset,
             input [DATAW-1:0]in,
             output reg [DATAW-1:0]out);
always @(posedge clk)
begin
    if (reset)
    begin
        out <= 0;
    end
    else
    begin
        out <= in;
    end
end
endmodule
`timescale 1ns / 1ps
module ROUND #(parameter DATAW=10)
              (input [(DATAW-1):0]L,
               input [(DATAW-1):0]R,
               input [(DATAW-1):0]C,
               output [(DATAW-1):0]out);
wire [(DATAW-1):0]w1,w2,w3,w4,w5;
LSHIFT #(.DATAW(DATAW),
         .SHIFT(5)) 
  shift5(.in(L),
         .out(w1));
LSHIFT #(.DATAW(DATAW),
         .SHIFT(1)) 
  shift1(.in(L),
         .out(w2));
assign w3 = L & w1;
assign w4 = R ^ w3;
assign w5 = w2 ^ w4;
assign out = C ^ w5;
endmodule
`timescale 1ns / 1ps
module decrypt #(parameter DATAW = 16)
                (input [DATAW-1:0]data,
                input [DATAW-1:0]C,
                input dctr,
                input clk,
                input reset,
                output [DATAW-1:0]out,
                output[DATAW-1:0]data1);
wire [DATAW-1:0]w1,w4;
assign w1 = (dctr)?(data):(w4);
REG #(.DATAW(DATAW)) 
    rega(.clk(clk),
         .in(w1),
         .out(data1),
         .reset(reset));
REG #(.DATAW(DATAW)) 
    regb(.clk(clk),
         .in(data1),
         .out(out),
         .reset(reset));
ROUND #(.DATAW(DATAW)) 
    rounde(.L(data1),
           .R(out),
           .C(C),
           .out(w4));
endmodule
`timescale 1ns / 1ps
module decrypter #(parameter DATAW = 16)
                  (input clk,
                   input [DATAW-1:0] cipherdata,
                   input [DATAW-1:0] key,
                   input reset,
                   input dctr,
                   input kctr,
                   input save,
                   input lfsrset,
                   output reg [(2*DATAW-1):0]plaindata);
wire w3;
parameter num = 2**(DATAW)-4;
wire [(DATAW-1):0]data1,data2,w2,keyout;
assign w2 = num ^ w3;
always  @(posedge save)
begin
     plaindata[DATAW-1:0] <= data1;
     plaindata[(2*DATAW-1):DATAW] <= data2;
end
decrypt #(.DATAW(DATAW))
       dec1(.data(cipherdata),
            .C(keyout),
            .dctr(dctr),
            .clk(clk),
            .reset(reset),
            .out(data2),
            .data1(data1));
keydegen #(.DATAW(DATAW))
    enckey(.key(key),
           .k(w2),
           .kctr(kctr),
           .clk(clk),
           .reset(reset),
           .out(keyout));
 LFSR53 enclfsr(.set(lfsrset),
              .clk(clk),
              .out(w3));
endmodule
`timescale 1ns / 1ps
module decrypter_top #(parameter DDATAW=20)
           (input clk,
           input [DDATAW-1:0] Data,
           input [2*DDATAW-1:0] Key,
           input incoming,
           output [(DDATAW-1): 0]plaintext);
wire kctr,dctr,save,set,lfsrset;
wire [(DDATAW/2-1): 0]distkey,distdata;
reg income;
always @(posedge clk) begin
    if(incoming)begin
        income <= 1;
    end
    else begin
        income <= 0;
    end
end
FSM2 #(.DATAW(DDATAW/2))
    fsmdec(.clk(clk),
           .income(income),
           .dctr(dctr),
           .kctr(kctr),
           .save(save),
           .set(set),
           .lfsrset(lfsrset),
           .Data(Data),
           .Key(Key),
           .dataout(distdata),
           .keyout(distkey));
decrypter #(DDATAW/2)
        dec(.clk(clk),
            .reset(set),
            .dctr(dctr),
            .kctr(kctr),
            .lfsrset(lfsrset),
            .plaindata(plaintext),
            .cipherdata(distdata),
            .key(distkey),
            .save(save));
endmodule
`timescale 1ns / 1ps
`timescale 1ns / 1ps
module keydegen #(parameter DATAW = 10)
               (input [(DATAW-1):0]key,
                input [(DATAW-1):0]k,
                output [(DATAW-1):0]out,
                input kctr,
                input clk,
                input reset
                );
wire [(DATAW-1):0] w1,w2,w3,w4,w5,w6;
assign w5 = kctr?key:w4;
REG #(.DATAW(DATAW)) 
    rega(.clk(clk),
         .in(w5),
         .out(out),
         .reset(reset));
REG #(.DATAW(DATAW)) 
    regb(.clk(clk),
         .in(out),
         .out(w1),
         .reset(reset));
REG #(.DATAW(DATAW)) 
    regr(.clk(clk),
         .in(w1),
         .out(w2),
         .reset(reset));
REG #(.DATAW(DATAW)) 
    reg1(.clk(clk),
         .in(w2),
         .out(w3),
         .reset(reset));
ROUND #(.DATAW(DATAW)) 
    rounde(.L(out),
           .R(w3),
           .C(k),
           .out(w4));
endmodule
`timescale 1ns / 1ps
module reg1b (clk,in,out,reset,set);
input clk,reset,set;
input in;
output reg out;
always @(posedge clk)
begin
    if (reset)
    begin
         out <= 0;
    end
    else if (set)
    begin
         out <= 1;
    end
    else 
    begin
        out <= in;
    end
end
endmodule
</file>
<file path="flow/run.sh">
#!/bin/bash
# OpenROAD 26Q1-2900-gdf79404cd8, Yosys 0.63+post, stock flow scripts
make -C /OpenROAD-flow-scripts/flow DESIGN_CONFIG=/design/flow/config.mk WORK_HOME=/design/flow/orfs finish
</file>
==> deck_impl_summary.md <==
Key Metrics from the Run

Status
  • Outcome: complete, but fails checks
  • Failing checks: hold timing

Clock network
  • Worst-skew pair later-pin latency: 460 ps
  • CTS tree: done
  • Post-CTS setup repair buffer count: 0
  • Hold_buf cts: 0
  • Clock-pin slew on the worst setup and hold paths: 100 ps
  • Post-CTS Resized: 0

Floorplanning
  • Ports: between 80 and 90
  • Core area: ~9000 sq um
  • Die area: 9650 sq um
  • Die height: 98.3 um
  • Die Wd: 98.3 um
  • Initial core utilization: between 50% and 60%
  • # rows: 34

Final layout
  • Layout cells sized above 1: 8.52%
  • Area grow syn2layout: 24.3%
  • Layout filler cell count: approximately 700
  • Design area: 5760 sq um

Setup path
  • Worst Setup SP: clk
  • Worst Path Required: 6630 ps
  • Critical-path cell list: clkbuf_8, clkbuf_8, nand4_1, xor2_1, nor2_1
  • Crit Path Max Fanout: 3
  • Kind of end point of the critical path: register
  • Worst EP arrival: 3750 ps
  • Critical path's most frequent cell: clkbuf_8
  • Crit Path Class: clk2reg
  • Slack of the worst reg-to-reg path: 3780 ps
  • Worst r2r path cells: 5
  • Worst setup path end: fsmdec.cycle_counter[4]
  • Startpoint types: clock port
  • R2r startpoint: fsmdec.state[0]
  • Slowest CP cell: xor2_1
  • Crit path largest cell delay: 160 ps
  • Reg2reg end: fsmdec.keyout[1]

Power
  • LEAKAGE: 2.25 nW
  • Maximum vdd drop: 0.304 mV
  • PwrDens: 486 nW/um^2

Routing
  • Post-route ant nets: 0
  • Vias: between 2k and 3k
  • Via density: 4.91
  • DRT iter0 DRCs: 70
  • DRC violation count after routing: 0
  • Drt wl/cell: 13.2 um
  • DRT Pass-1 Iters: 17
  • Number of diodes: 0
  • Routed wire length: 7.80 mm

GRT
  • Number of global-route vias before repair: 2835
  • Global route total overflow: 0
  • Gr usage total: 18.2%
  • Antenna violations before repair: 0
  • First-pass GRT wire length: 13.3 mm
  • Largest net degree at the start of global routing: 61

Place
  • DP HPWL: 5.52 mm
  • DP Area: between 5000 and 6000 sq um
  • Number of I/O port buffers: 81
  • Routability cong.: 0.821

Timing
  • Endpoints left unconstrained: 40
  • Clk_skew: 16.5 ps
  • Setup tns final: 0 ps
  • Slew @ Worst Pin: 942 ps
  • Hold_ws: -1.21 ps
  • Register pins left without a clock: 20
  • Fin. Hold Viols: 1
  • Final Setup Violations: 0
  • Normalized max-slew margin: 37.2%
  • RSZ-0062 raised after global routing: false
  • Fin. max-slew vios: 0

Yosys
  • Cell total in the yosys stat output: 398
  • Avg Cell Area, Syn: roughly 12 sq um
  • Unique masters post-synth: 37
  • Cells after synthesis: 398
  • Mapped Area: around 4600 sq um
  • Yosys Warn Count: 8
  • Post-synthesis register bit count: 112
  • Yosys chip area: approximately 4600 sq um
  • Register share after synthesis: a little under three fifths

Run
  • Max_cap viols: 0
  • OpenROAD warnings: 46

Hold path
  • HP Class: clk2reg
==> layer usage <==
metal  global-route usage (%)  wire, um  up-vias
met5                        0         0        -
met4                     2.64        42        0
met3                     4.36       330        4
met2                     27.4      3500       75
met1                     29.4      3930     1302
li1                         -         -     1512
==> state kept, by name, indices dropped and copies added, names as in the netlist <==
| signal | count |
|---|---|
| fsmdec.dctr | 1 |
| dec.enckey.regb.out | 10 |
| dec.enckey.rega.out | 10 |
| fsmdec.dataout | 10 |
| fsmdec.set | 1 |
| dec.dec1.regb.out | 10 |
| dec.enckey.regr.out | 10 |
| fsmdec.save | 1 |
| dec.dec1.rega.out | 10 |
| fsmdec.kctr | 1 |
| fsmdec.cycle_counter | 5 |
| dec.plaindata | 20 |
| fsmdec.state | 2 |
| dec.enckey.reg1.out | 10 |
| income | 1 |
| fsmdec.keyout | 10 |
==> cell usage in the layout, fill, tap and decap left out, types with 17 or more instances in the layout <==
cell type / Yosys / routed
inv_1: 28 / 28
dfxtp_1: 81 / 81
edfxtp_1: 31 / 31
nor2b_1: 40 / 40
mux2i_1: 17 / 17
clkdlybuf4s50_1: 0 / 81
xnor2_1: 25 / 25
a21oi_1: 23 / 23
==> synth_stat cells <==
library cell | count | area, sq um
nand2_1 | 13 | 48.8
or2_2 | 1 | 6.26
a2111oi_2 | 1 | 15.0
nand3b_1 | 1 | 7.51
nand4_1 | 3 | 18.8
buf_6 | 1 | 11.3
and3b_1 | 3 | 26.3
xnor2_1 | 25 | 219
mux2i_4 | 1 | 22.5
or4b_4 | 1 | 13.8
o21a_1 | 10 | 75.1
o22ai_1 | 2 | 12.5
o221ai_1 | 11 | 96.3
a221oi_2 | 1 | 15.0
and2_1 | 6 | 37.5
nor2_1 | 11 | 41.3
nor4_1 | 1 | 6.26
xnor3_1 | 10 | 225
o21ai_0 | 13 | 65.1
mux2i_1 | 17 | 170
buf_2 | 2 | 10.0
a211oi_2 | 1 | 12.5
ha_1 | 9 | 113
o211a_1 | 2 | 20.0
a21oi_1 | 23 | 115
clkbuf_1 | 18 | 67.6
xor2_1 | 3 | 26.3
nand3_1 | 11 | 55.1
mux2_2 | 10 | 113
inv_1 | 28 | 105
buf_4 | 1 | 7.51
nor4b_4 | 1 | 23.8
nor3_1 | 3 | 15.0
edfxtp_1 | 31 | 931
nor2b_1 | 40 | 250
nand2b_1 | 2 | 12.5
dfxtp_1 | 81 | 1620
==> worst min path at each step <==
stage | start | end | slack (ps) | cells past startpoint
final | clk | fsmdec.cycle_counter[0] | -1 | 4
after CTS | clk | fsmdec.cycle_counter[1] | -0.5 | 4
after global routing | clk | fsmdec.cycle_counter[0] | 3 | 4
==> report_power, final <==
part	switching [W]	internal (W)	total, W
Sequential	0.000212	0.00102	0.00123
Clock	0.000262	0.000237	0.000498
Combinational	0.000499	0.000570	0.00107
==> cell families (layout without fill, tap and decap cells) <==
group | Yosys count | in the layout | synth area share (%)
flops | 112 | 112 | 55.1
simple gates | 97 | 97 | 12.2
compound gates | 64 | 64 | 9.21
buf+inv | 50 | 133 | 4.35
xor+xnor | 38 | 38 | 10.2
mux | 28 | 28 | 6.59
fa+ha+maj | 9 | 9 | 2.43
==> through the flow <==
stage	power (W)	util (%)	std cells	setup WS, ps
CTS	0.00284	65.1	589	2870
global route	0.00302	65.1	589	2840
floorplan	0.00209	-	398	2680
global placement	0.00234	62.2	568	2680
detailed placement	0.00236	62.2	568	2680
finish	0.00280	65.1	589	2870
==> area by class of cell <==
class	count	area, sq um	area share (%)
Inverter	28	105	1.82
Clock buffer	14	186	3.24
Multi-Input combinational cell	236	1880	32.6
Tap cell	108	135	2.35
Sequential cell	112	2550	44.3
Timing Repair Buffer	84	833	14.5
Clock inverter	7	68.8	1.19
==> critical path, delay by kind of cell <==
| family | cells | cell delay, ps |
|---|---|---|
| buffers and inverters | 2 | 250 |
| xor gates and xnor gates | 1 | 160 |
| and+or+nand+nor | 2 | 150 |
Power figures rest on the tool's default switching activity, not on a simulated workload.
